**/design/flow/config.mk**
```make
export PLATFORM = sky130hd
export DESIGN_NAME = simpleuart
export DESIGN_NICKNAME = simpleuart
export VERILOG_FILES = /design/flow/design.v
export SDC_FILE = /design/flow/constraint.sdc
export NUM_CORES = 4
export LEC_CHECK = 1
export CORE_UTILIZATION = 30
```
**/design/flow/run.sh**
```bash
#!/bin/bash
# OpenROAD 26Q1-2900-gdf79404cd8, Yosys 0.63+post, stock flow scripts
make -C /OpenROAD-flow-scripts/flow DESIGN_CONFIG=/design/flow/config.mk WORK_HOME=/design/flow/orfs finish
```
**/design/flow/constraint.sdc**
```tcl
current_design simpleuart

set clk_period 4.4
set clk_io_pct 0.2

create_clock -name clk0 -period $clk_period [get_ports {clk}]

set non_clock_inputs [all_inputs -no_clocks]
set_input_delay [expr $clk_period * $clk_io_pct] -clock clk0 $non_clock_inputs
set_output_delay [expr $clk_period * $clk_io_pct] -clock clk0 [all_outputs]
```
**/design/flow/design.v**
```verilog
module simpleuart #(parameter integer DEFAULT_DIV = 1) (
	input clk,
	input resetn,
	output ser_tx,
	input  ser_rx,
	input   [3:0] reg_div_we,
	input  [31:0] reg_div_di,
	output [31:0] reg_div_do,
	input         reg_dat_we,
	input         reg_dat_re,
	input  [31:0] reg_dat_di,
	output [31:0] reg_dat_do,
	output        reg_dat_wait
);
	reg [31:0] cfg_divider;
	reg [3:0] recv_state;
	reg [31:0] recv_divcnt;
	reg [7:0] recv_pattern;
	reg [7:0] recv_buf_data;
	reg recv_buf_valid;
	reg [9:0] send_pattern;
	reg [3:0] send_bitcnt;
	reg [31:0] send_divcnt;
	reg send_dummy;
	assign reg_div_do = cfg_divider;
	assign reg_dat_wait = reg_dat_we && (send_bitcnt || send_dummy);
	assign reg_dat_do = recv_buf_valid ? recv_buf_data : ~0;
	always @(posedge clk) begin
		if (!resetn) begin
			cfg_divider <= DEFAULT_DIV;
		end else begin
			if (reg_div_we[0]) cfg_divider[ 7: 0] <= reg_div_di[ 7: 0];
			if (reg_div_we[1]) cfg_divider[15: 8] <= reg_div_di[15: 8];
			if (reg_div_we[2]) cfg_divider[23:16] <= reg_div_di[23:16];
			if (reg_div_we[3]) cfg_divider[31:24] <= reg_div_di[31:24];
		end
	end
	always @(posedge clk) begin
		if (!resetn) begin
			recv_state <= 0;
			recv_divcnt <= 0;
			recv_pattern <= 0;
			recv_buf_data <= 0;
			recv_buf_valid <= 0;
		end else begin
			recv_divcnt <= recv_divcnt + 1;
			if (reg_dat_re)
				recv_buf_valid <= 0;
			case (recv_state)
				0: begin
					if (!ser_rx)
						recv_state <= 1;
					recv_divcnt <= 0;
				end
				1: begin
					if (2*recv_divcnt > cfg_divider) begin
						recv_state <= 2;
						recv_divcnt <= 0;
					end
				end
				10: begin
					if (recv_divcnt > cfg_divider) begin
						recv_buf_data <= recv_pattern;
						recv_buf_valid <= 1;
						recv_state <= 0;
					end
				end
				default: begin
					if (recv_divcnt > cfg_divider) begin
						recv_pattern <= {ser_rx, recv_pattern[7:1]};
						recv_state <= recv_state + 1;
						recv_divcnt <= 0;
					end
				end
			endcase
		end
	end
	assign ser_tx = send_pattern[0];
	always @(posedge clk) begin
		if (reg_div_we)
			send_dummy <= 1;
		send_divcnt <= send_divcnt + 1;
		if (!resetn) begin
			send_pattern <= ~0;
			send_bitcnt <= 0;
			send_divcnt <= 0;
			send_dummy <= 1;
		end else begin
			if (send_dummy && !send_bitcnt) begin
				send_pattern <= ~0;
				send_bitcnt <= 15;
				send_divcnt <= 0;
				send_dummy <= 0;
			end else
			if (reg_dat_we && !send_bitcnt) begin
				send_pattern <= {1'b1, reg_dat_di[7:0], 1'b0};
				send_bitcnt <= 10;
				send_divcnt <= 0;
			end else
			if (send_divcnt > cfg_divider && send_bitcnt) begin
				send_pattern <= {1'b1, send_pattern[9:1]};
				send_bitcnt <= send_bitcnt - 1;
				send_divcnt <= 0;
			end
		end
	end
endmodule
```
==> out/summary.txt <==
Init Core Util: 0.3046
Flip-flops with a built-in enable: 0
Initial antenna violation count: 0
Die area: 27030 um2
Worst Max-Slew Pin Slew: 803.2 ps
Yosys warnings: 1
Final Hold Fails: 0
Dominant flop cell: dfxtp_1
Cells on worst reg2reg path: 11
Die X: 164.4 um
Post-DR vias/cell: 4.789
Leak pwr: 0.004049 uW
Core Region: 25980 um2
Final tally of setup violations: 0
1st-pass router iterations: 4
Crit. End Element: flop
Dominant logic cell type in the layout: dfxtp_1
Worst Hold End: send_pattern[0]$_SDFFE_PP1P_
Hold path cells: 1
Share of cells above drive strength 1: 0.05627
Setup TNS: 0 ps
Total gr overflow: 0
Yosys cell types: 54
HP Class: reg2reg
Max-Cap Viols: 0
Status: finished, final reports clean
Log Warnings: 52
RSZ-0062 raised after global routing: false
Port Buffers: 114
Critical path's slowest cell: nor4_1
DIE HEIGHT: 164.4 um
Worst Clk Skew: 10.65 ps
H-tree Lvls: 4
CP Launch Type: flop
Wirelength per Cell: 13.64 um
# clock sinks: 131
Cell type with the largest total area: dfxtp_1
Worst path cell trace: inv_1 -> ha_1 -> nand4_1 -> nor4_1 -> o21ai_1 -> a31oi_1 -> o21ai_1 -> buf_4 -> nand2_1 -> buf_4 -> nor3_1
1st-iter DRT viols: 396
Final period util: 0.7063
Yosys chip area: 7914 um2
HP Start: send_pattern[1]$_SDFFE_PP1P_
Vias in the first global route: 5813
Max Fclk: 321.8 MHz
Post-DRT Antenna Nets: 0
Clock root buffer: clkbuf_16
Crit-path max cell delay: 560 ps
Register share after synthesis: 0.3314
Gp weighted congestion: 0.7985
Clock latency (worst-skew pair): 420 ps
Drc violations: 0
Maximum root-to-sink buffer count: 2
Synth Cell Area: 7914 um2
Asr flop ratio synth: 0
Post-CTS Resized: 0
R2R setup slack: 1290 ps
Shortest period the worst path allows: 3108 ps
VDD IR max: 0.2206 mV
Via count: 6455
Top logic cells by instance count in the layout: dfxtp_1, clkdlybuf4s50_1, ha_1, nor2_1, nor3_1
FF+latch count, synth: 131
Worst R2R Start: cfg_divider[14]$_SDFFE_PN0P_
Worst rel slew slack: 0.4629
Rows: 59
Largest net degree at the start of global routing: 33
Reg clk slew, reported paths: 60 ps
TritonCTS buffer count: 17
Detailed placement HPWL: 13870 um
Power per standard cell area: 366.8 nW/um2
Crit Path Category: reg2reg
I/O pins: 139
First-pass GRT wire length: 30050 um
CTS tree: built
Post-Syn Area per Cell: 8.677 um2
Buf/Inv on CP: 3
Post-synth area hogs: dfxtp_1, ha_1, mux2i_1, nor2_1, nor3_1
Ant diodes: 0
Final wirelength: 18390 um
Worst-path maximum fanout: 32
Worst r2r dst: recv_divcnt[29]$_SDFF_PN0_
Critical path arrival: 3390 ps
Crit path required time: 4690 ps
Gr usage total: 0.1424
Setup Buffers After CTS: 0
Synth-to-layout area growth: 23.98%
Slew Limit Fails: 0
Worst path top cell family by delay: simple AND/OR/NAND/NOR gates
Post-CTS Hold Buffers: 0
# Cells Yosys: 912
Fin util: 0.3776
Synthesized instance count: 912
Top cell area share: 0.3314
[synthesized netlist by cell type, drive strengths merged, types with 5 or more instances]
master,n
mux2i,50
inv,51
nor4,5
nor3b,7
o21ai,27
a211oi,8
buf,36
ha,102
nand4,27
xnor2,26
nand2,53
and3,15
a31oi,6
clkbuf,19
nand3,31
nor2,104
nor3,64
a21o,6
and2,5
a21oi,40
and4,9
xor2,34
nand2b,16
dfxtp,131
[flip-flops by register name (all words and copies together) (netlist names)]
name and count:
send_pattern 9, send_divcnt 32, cfg_divider 32, recv_buf_valid 1, recv_pattern 8, send_bitcnt 4, recv_divcnt 32, recv_state 4
recv_buf_data 8, send_dummy 1
[cells by family (layout without fill, tap and decap cells)]
logic type,after synthesis,after routing,share of synthesized area
xor+xnor,60,60,0.06640
fa+ha+maj,102,102,0.1613
buf+inv,106,207,0.06593
simple gates,349,349,0.2204
compound gates,114,114,0.09138
mux,50,50,0.06324
flops,131,131,0.3314
[final cells by class]
class	instances	area [um2]
fillers	2584	16170
multi-input cells	675	4773
flip-flops and latches	131	2623
repair buffers	124	1216
clock buffers	19	442.9
well taps	335	419.2
inverters	51	191.4
clock inverters	13	146.4
[layer usage]
| metal | track usage | part of all wire |
|---|---|---|
| met1 | 0.2201 | 0.52 |
| met4 | 0.02460 | 0.020 |
| met2 | 0.2160 | 0.43 |
| met3 | 0.02023 | 0.034 |
| met5 | 0 | 0 |
[where the power goes]
group / total, uW / internal, uW / leakage (uW) / switching (uW)
logic: 840 / 330 / 0.00270 / 510
clock network: 1420 / 857 / 0.000285 / 559
registers: 1340 / 1270 / 0.00106 / 74.6
total: 3600 / 2450 / 0.00405 / 1140
[worst max path at each step]
stage | startpoint | to | slack, ps | cells after the start
4_1_cts | cfg_divider[14]$_SDFFE_PN0P_ | recv_divcnt[15]$_SDFF_PN0_ | 1270 | 11
5_1_grt | cfg_divider[14]$_SDFFE_PN0P_ | recv_divcnt[25]$_SDFF_PN0_ | 980 | 11
6_report | cfg_divider[14]$_SDFFE_PN0P_ | recv_divcnt[29]$_SDFF_PN0_ | 1290 | 11
[stage by stage]
stage | instance area, um2 | instances | hold WS [ps] | power [uW] | setup WS (ps)
after floorplan | 7914 | 912 | 428.7 | 1960 | 2010
after global placement | 9223 | 1316 | 453.9 | 2201 | 1150
after detailed placement | 9223 | 1316 | 445.3 | 2214 | 1140
after CTS | 9812 | 1348 | 460.3 | 3648 | 1272
after global routing | 9812 | 1348 | 483.0 | 3812 | 980.5
final | 9812 | 1348 | 462.0 | 3599 | 1292
Power is estimated from default activity; no workload was simulated.
